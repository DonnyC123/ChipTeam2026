==> design.v <==
interface tx_axis_if #(
    parameter int DATA_W = 64,
    parameter int KEEP_W = DATA_W / 8,
    parameter int DEST_W = 1
);
  logic [DATA_W-1:0] tdata;
  logic [KEEP_W-1:0] tkeep;
  logic              tvalid;
  logic              tready;
  logic              tlast;
  logic [DEST_W-1:0] tdest;
  modport master (
      output tdata,
      output tkeep,
      output tvalid,
      output tlast,
      output tdest,
      input  tready
  );
  modport slave (
      input  tdata,
      input  tkeep,  
      input  tvalid,
      input  tlast,
      input  tdest,  
      output tready  
  );
endinterface
package nic_global_pkg;
localparam int SIZE_BYTE   = 8;
localparam int BYTES_64B66 = 64 / SIZE_BYTE;
localparam logic [7:0] IDLE_BLK = 8'h1E;  
localparam logic [7:0] SOF_L0   = 8'h78;  
localparam logic [7:0] SOF_L4   = 8'h33;  
localparam logic [7:0] TERM_L0  = 8'h87;  
localparam logic [7:0] TERM_L1  = 8'h99;  
localparam logic [7:0] TERM_L2  = 8'hAA;  
localparam logic [7:0] TERM_L3  = 8'hB4;  
localparam logic [7:0] TERM_L4  = 8'hCC;  
localparam logic [7:0] TERM_L5  = 8'hD2;  
localparam logic [7:0] TERM_L6  = 8'hE1;  
localparam logic [7:0] TERM_L7  = 8'hFF;  
localparam logic [7:0] OS_D6    = 8'h66;  
localparam logic [7:0] OS_D5    = 8'h55;  
localparam logic [7:0] OS_D3T   = 8'h4B;  
localparam logic [7:0] OS_D3B   = 8'h2D;  
localparam logic [1:0] CTRL_HDR = 2'b10;
localparam logic [1:0] DATA_HDR = 2'b01;
localparam int IPG_MIN                            = 12;
localparam int IPG_BIT_W                          = $clog2(IPG_MIN);
localparam logic [IPG_BIT_W-1:0] IPG_MIN_BYTES    = IPG_BIT_W'(IPG_MIN);
localparam logic [IPG_BIT_W-1:0] IPG_SOF_L4_BYTES = IPG_BIT_W'(IPG_MIN - 4);
localparam logic [IPG_BIT_W-1:0] IPG_IDLE_BYTES   = IPG_BIT_W'(BYTES_64B66);
localparam logic [IPG_BIT_W-1:0] IPG_IDLE_SAT     = IPG_BIT_W'(IPG_MIN - BYTES_64B66);
endpackage
package multiplier_pkg;
  typedef enum logic {
    READY_FOR_INPUT,
    BUSY_MULT
  } alu_state_t;
  localparam int PIPE_HIGH_LOW_SUM_LEN  = 1;
  localparam int PIPE_MULT_SUM_LEN      = 1;
  localparam int PIPE_HIGH_LOW_MULT_LEN = PIPE_HIGH_LOW_SUM_LEN + PIPE_MULT_SUM_LEN;
  localparam int PIPE_VALID_PROD_LEN    = PIPE_HIGH_LOW_MULT_LEN;
  parameter int OUT_PIPE_LEN            = 1;
endpackage
interface axi_stream_if #(
    parameter DATA_W = 256
);
  localparam MASK_W = DATA_W / 8;
  logic [DATA_W-1:0] data;
  logic [MASK_W-1:0] mask;
  logic              valid;
  logic              last;
  logic              ready;
  modport master(   
      output data,
      output mask,
      output valid,
      output last,
      input ready
  );
  modport slave(   
      input data,
      input mask,
      input valid,
      input last,
      output ready
  );
endinterface
interface data_valid_if #(
  parameter int DATA_W = 8
);
  logic [DATA_W-1:0]  data;
  logic               valid;
  modport slave (
    input data,
    input valid
  );
  modport master (
    output data,
    output valid
  );
endinterface
interface fifo_rd_if #(
    parameter int DATA_W = 32
);
  logic [DATA_W-1:0] data;
  logic              rd_en;
  logic              empty;
  modport slave(input rd_en, output data, output empty);
  modport master(output rd_en, input data, input empty);
endinterface
interface fifo_wr_if #(
    parameter int DATA_W = 32
);
  logic [DATA_W-1:0] data;
  logic              wr_en;
  logic              full;
  modport slave(input wr_en, input data, output full);
  modport master(output wr_en, output data, input full);
endinterface
module descrambler #(
    parameter BIT_W   = 64,
    parameter STATE_W = 58
) (
    input  logic             clk,
    input  logic             rst,
    input  logic [BIT_W-1:0] _64b_i,
    input  logic             valid_i,
    output logic [BIT_W-1:0] _64b_o,
    output logic             valid_o
);
  localparam TAP_1 = 19;
  localparam TAP_2 = 0;
  logic [BIT_W-1:0] descrambled_d, descrambled_q;
  logic [STATE_W-1:0] state_d, state_q, state_intermediate;
  logic valid_o_d, valid_o_q;
  logic valid_state_d, valid_state_q;
  always_comb begin
    descrambled_d = '0;
    state_d       = state_q;   
    valid_o_d     = 1'b0;
    valid_state_d = valid_state_q;   
    if (valid_i && valid_state_q) begin
      state_intermediate = state_q;
      for (int i = 0; i < BIT_W; i++) begin
        descrambled_d[i]   = _64b_i[i] ^ state_intermediate[TAP_1] ^ state_intermediate[TAP_2];
        state_intermediate = {state_intermediate[STATE_W-2:0], _64b_i[i]};
      end
      state_d       = state_intermediate;
      valid_o_d     = 1'b1;
      valid_state_d = 1'b1;
    end else if (valid_i) begin
      state_intermediate = state_q;
      for (int i = 0; i < BIT_W; i++) begin
        state_intermediate = {state_intermediate[STATE_W-2:0], _64b_i[i]};
      end
      state_d       = state_intermediate;
      valid_o_d     = 1'b0;
      valid_state_d = 1'b1;
    end
  end
  always_ff @(posedge clk) begin
    if (rst == 1'b1) begin
      descrambled_q <= '0;
      state_q       <= '1;
      valid_state_q <= '0;
      valid_o_q     <= '0;
    end else begin
      descrambled_q <= descrambled_d;
      state_q       <= state_d;
      valid_state_q <= valid_state_d;
      valid_o_q     <= valid_o_d;
    end
  end
  assign valid_o = valid_o_q;
  assign _64b_o  = descrambled_q;
endmodule
==> run.sh <==
#!/bin/bash
# OpenROAD 26Q1-2900-gdf79404cd8, Yosys 0.63+post, stock flow scripts
make -C /OpenROAD-flow-scripts/flow DESIGN_CONFIG=/design/flow/config.mk WORK_HOME=/design/flow/orfs finish
==> config.mk <==
export PLATFORM = sky130hd
export DESIGN_NAME = descrambler
export DESIGN_NICKNAME = descrambler
export VERILOG_FILES = /design/flow/design.v
export SDC_FILE = /design/flow/constraint.sdc
export NUM_CORES = 4
export LEC_CHECK = 1
export CORE_UTILIZATION = 50
export SYNTH_HDL_FRONTEND = slang
==> constraint.sdc <==
current_design descrambler

set clk_period 2.2
set clk_io_pct 0.2

create_clock -name clk0 -period $clk_period [get_ports {clk}]

set non_clock_inputs [all_inputs -no_clocks]
set_input_delay [expr $clk_period * $clk_io_pct] -clock clk0 $non_clock_inputs
set_output_delay [expr $clk_period * $clk_io_pct] -clock clk0 [all_outputs]
==> tab_implementation.tex <==
% Generated from flow reports
\begin{tabular}{lr}
\hline
Metric & Value \\
\hline
\multicolumn{2}{l}{\textbf{Worst setup path}} \\
Data required time at the worst endpoint & 1.76 ns \\
Buf+Inv Stages, Crit Path & 1 \\
WS Path Type & flop to output pin \\
Cell count of the worst reg-to-reg path & 3 \\
Worst-path maximum fanout & 1 \\
CP Capture Type & output pin \\
Beginning of the worst register-to-register path & valid\_state\_q \\
Top delay family on crit path & buffers and inverters \\
Launching element type of the critical path & flop \\
Max stage delay on crit path & 0.47 ns \\
Critical-path top delay cell & sky130\_fd\_sc\_hd\_\_clkdlybuf4s50\_1 \\
Critical path arrival & 1.14 ns \\
Cell-by-cell listing of the critical path & clkdlybuf4s50\_1 \\
Register-to-register path setup slack & 1.17 ns \\
Endpoint of the worst register-to-register path & \_64b\_o[26] \\
\multicolumn{2}{l}{\textbf{Synth}} \\
Post-synthesis average cell area & 14.1 µm² \\
Mapped cell area & 3830 µm² \\
\# Cells Yosys & 271 \\
Yosys top cell area share & 45.0\% \\
Synthesis-stage register bit count & 86 \\
Area reported by Yosys stat & 3830 µm² \\
Distinct lib cells & 10 \\
Most area-consuming cells after synthesis & sky130\_fd\_sc\_hd\_\_dfxtp\_1, sky130\_fd\_sc\_hd\_\_xnor3\_1, sky130\_fd\_sc\_hd\_\_nor2\_1 \\
Yosys top cell by area & sky130\_fd\_sc\_hd\_\_dfxtp\_1 \\
Gate Count Post-Synth & 271 \\
Share of the yosys chip area belonging to registers & 45.0\% \\
Tally of yosys warning messages & 0 \\
\multicolumn{2}{l}{\textbf{Job}} \\
Max-Cap Viols & 0 \\
Warning total across the stage logs & 26 \\
\multicolumn{2}{l}{\textbf{Global route}} \\
Vias in the first global route & 2,253 \\
Wire length of the first global-routing pass & 11,200 µm \\
Overall global routing resource usage & 19.9\% \\
Maximum number of pins on one net before global-route repair & 42 \\
Initial antenna violation count & 0 \\
Grt total ovfl & 0 \\
\multicolumn{2}{l}{\textbf{Clock tree}} \\
Count of clock tree sinks & 86 \\
Total CTS buffers & 9 \\
H-tree levels & 3 \\
Resized cells post-CTS & 0 \\
Clock transition at the registers of the reported paths & 0.08 ns \\
Clock tree from TritonCTS & yes \\
Post-CTS setup buffers & 0 \\
Post-cts hold buffer count & 0 \\
CTS Buffer Depth & 2 \\
Cell at the root of the clock tree & sky130\_fd\_sc\_hd\_\_clkbuf\_8 \\
Latest clock arrival within the worst-skew pair & 0.34 ns \\
\multicolumn{2}{l}{\textbf{Routing}} \\
Number of iterations in the first detailed-routing pass & 4 \\
Average wire per cell in the routed design & 14.4 µm \\
Tally of nets with antenna violations remaining after routing & 0 \\
Number of remaining DRC errors & 0 \\
Antenna Diode Count & 0 \\
Number of vias in the routed layout & 2,357 \\
Routed Wire Length & 7320 µm \\
Detail-routed via count per cell & 4.65 \\
Starting DRT DRC Count & 58 \\
\multicolumn{2}{l}{\textbf{Floorplan}} \\
Number of I/O pins & 132 \\
Number of placement rows & 31 \\
DIE AREA & 8010 µm² \\
Starting Density & 52.2\% \\
Horizontal die dimension & 89.5 µm \\
Vertical die size & 89.5 µm \\
Placeable core area & 7330 µm² \\
\multicolumn{2}{l}{\textbf{Final timing}} \\
Unrepaired setup endpoints after global routing & false \\
Min Clock Period, post-route & 1.58 ns \\
Pins Over Slew Limit & 0 \\
Maximum clock frequency & 634 MHz \\
Final count of hold timing violations & 0 \\
Pin slew with the least headroom to its limit & 0.422 ns \\
Post-layout worst setup margin & 0.623 ns \\
Total negative setup slack & 0 ns \\
Final Setup Violations & 0 \\
Tightest slew margin relative to the limit & 71.9\% \\
Part of the cycle the worst path needs & 71.7\% \\
Clock skew & 0.0101 ns \\
\multicolumn{2}{l}{\textbf{Min path}} \\
Cell depth of the worst min-delay path & 2 \\
Hold Crit Class & flop to flop \\
Destination of the worst hold path & valid\_state\_q \\
Startpoint of the lowest-slack hold path & valid\_state\_q \\
\multicolumn{2}{l}{\textbf{Layout}} \\
Most frequent logic cell in the layout & sky130\_fd\_sc\_hd\_\_clkdlybuf4s50\_1 \\
Share of post-route cells with drive strength above 1 & 4.17\% \\
Final Instance Count excl. Fillers & 507 \\
Final instance area & 5390 µm² \\
End-of-flow core utilization & 73.5\% \\
Most used cells in the layout excluding fill and tap cells & sky130\_fd\_sc\_hd\_\_clkdlybuf4s50\_1, sky130\_fd\_sc\_hd\_\_dfxtp\_1, sky130\_fd\_sc\_hd\_\_nor2\_1 \\
Syn-to-layout area delta & 40.9\% \\
\multicolumn{2}{l}{\textbf{Placement}} \\
Placed inst area & 5190 µm² \\
Cell Count Post-Placement & 492 \\
Placer's final routability congestion estimate & 0.801 \\
Detailed-placement wirelength estimate & 5310 µm \\
Placement Setup Slack & 0.480 ns \\
Port bufs & 131 \\
\multicolumn{2}{l}{\textbf{Outcome}} \\
Result of the run & finished, final reports clean \\
\multicolumn{2}{l}{\textbf{Power and ir drop}} \\
IR drop worst, VDD & 0.389 mV \\
Power per standard cell area & 642 nW/µm² \\
Leakage power & 0.00253 µW \\
\hline
\end{tabular}
[layer usage]
layer	part of all wire, %	GRT usage [%]
met4	1.4	2.74
met2	46	30.3
met1	46	32.3
met3	7.4	4.96
met5	0	0
[worst max-delay path by stage]
| stage | from | endpoint | slack, ns | depth (start not counted) |
|---|---|---|---|---|
| finish | _64b_o[13] | _64b_o[13] | 0.62 | 1 |
| global route | _64b_o[10] | _64b_o[10] | 0.55 | 1 |
| CTS | _64b_o[5] | _64b_o[5] | 0.60 | 1 |
[report_power, final]
group          switching [µW]  total (µW)  internal (µW)  leakage, µW
logic                     178         662            484      0.00173
clock network             523        1160            633    0.0000994
registers                24.1        1640           1620     0.000703
[area by class of cell]
| cell class | instances | area, µm² |
|---|---|---|
| clock inverter | 4 | 72.6 |
| sequential | 86 | 1720 |
| multi-input combinational | 171 | 2000 |
| clock buffer | 11 | 131 |
| fill | 487 | 1940 |
| tap | 99 | 124 |
| inverter | 1 | 3.75 |
| timing repair buffer | 135 | 1340 |
[metrics by stage]
| stage | hold slack [ns] | power, µW |
|---|---|---|
| floorplan | 0.440 | 2070 |
| global placement | 0.472 | 2340 |
| detailed placement | 0.483 | 2350 |
| CTS | 0.500 | 3510 |
| global route | 0.535 | 3630 |
| finish | 0.488 | 3460 |
[cell usage after synthesis]
cell / n
sky130_fd_sc_hd__dfxtp_1: 86
sky130_fd_sc_hd__xnor3_1: 64
sky130_fd_sc_hd__nor2_1: 66
sky130_fd_sc_hd__clkbuf_1: 3
sky130_fd_sc_hd__buf_2: 3
sky130_fd_sc_hd__inv_1: 1
sky130_fd_sc_hd__a211o_1: 20
sky130_fd_sc_hd__nand3b_1: 1
sky130_fd_sc_hd__nor2b_1: 20
sky130_fd_sc_hd__buf_6: 7
[kinds of logic after synthesis]
| family | count (synthesis) | synth area share (%) |
|---|---|---|
| AND-OR/OR-AND | 20 | 4.58 |
| flip-flops | 86 | 45.0 |
| AND/OR/NAND/NOR | 87 | 9.94 |
| buffers and inverters | 14 | 2.84 |
| XOR/XNOR | 64 | 37.7 |
[flip-flops by register name (all words and copies together) (netlist names)]
signal / count
valid_o: 1
valid_state_q: 1
state_q: 20
_64b_o: 64
Power and IR drop assume default switching activity.
