===== flow/config.mk =====
export PLATFORM = sky130hd
export DESIGN_NAME = ethernet_assembler
export DESIGN_NICKNAME = ethernet_assembler
export VERILOG_FILES = /design/flow/design.v
export SDC_FILE = /design/flow/constraint.sdc
export NUM_CORES = 4
export LEC_CHECK = 1
export CORE_UTILIZATION = 30

===== flow/design.v =====
interface tx_axis_if #(
    parameter int DATA_W = 64,
    parameter int KEEP_W = DATA_W / 8,
    parameter int DEST_W = 1
);
  logic [DATA_W-1:0] tdata;
  logic [KEEP_W-1:0] tkeep;
  logic              tvalid;
  logic              tready;
  logic              tlast;
  logic [DEST_W-1:0] tdest;
  modport master (
      output tdata,
      output tkeep,
      output tvalid,
      output tlast,
      output tdest,
      input  tready
  );
  modport slave (
      input  tdata,
      input  tkeep,  
      input  tvalid,
      input  tlast,
      input  tdest,  
      output tready  
  );
endinterface
package nic_global_pkg;
localparam int SIZE_BYTE   = 8;
localparam int BYTES_64B66 = 64 / SIZE_BYTE;
localparam logic [7:0] IDLE_BLK = 8'h1E;  
localparam logic [7:0] SOF_L0   = 8'h78;  
localparam logic [7:0] SOF_L4   = 8'h33;  
localparam logic [7:0] TERM_L0  = 8'h87;  
localparam logic [7:0] TERM_L1  = 8'h99;  
localparam logic [7:0] TERM_L2  = 8'hAA;  
localparam logic [7:0] TERM_L3  = 8'hB4;  
localparam logic [7:0] TERM_L4  = 8'hCC;  
localparam logic [7:0] TERM_L5  = 8'hD2;  
localparam logic [7:0] TERM_L6  = 8'hE1;  
localparam logic [7:0] TERM_L7  = 8'hFF;  
localparam logic [7:0] OS_D6    = 8'h66;  
localparam logic [7:0] OS_D5    = 8'h55;  
localparam logic [7:0] OS_D3T   = 8'h4B;  
localparam logic [7:0] OS_D3B   = 8'h2D;  
localparam logic [1:0] CTRL_HDR = 2'b10;
localparam logic [1:0] DATA_HDR = 2'b01;
localparam int IPG_MIN                            = 12;
localparam int IPG_BIT_W                          = $clog2(IPG_MIN);
localparam logic [IPG_BIT_W-1:0] IPG_MIN_BYTES    = IPG_BIT_W'(IPG_MIN);
localparam logic [IPG_BIT_W-1:0] IPG_SOF_L4_BYTES = IPG_BIT_W'(IPG_MIN - 4);
localparam logic [IPG_BIT_W-1:0] IPG_IDLE_BYTES   = IPG_BIT_W'(BYTES_64B66);
localparam logic [IPG_BIT_W-1:0] IPG_IDLE_SAT     = IPG_BIT_W'(IPG_MIN - BYTES_64B66);
endpackage
package multiplier_pkg;
  typedef enum logic {
    READY_FOR_INPUT,
    BUSY_MULT
  } alu_state_t;
  localparam int PIPE_HIGH_LOW_SUM_LEN  = 1;
  localparam int PIPE_MULT_SUM_LEN      = 1;
  localparam int PIPE_HIGH_LOW_MULT_LEN = PIPE_HIGH_LOW_SUM_LEN + PIPE_MULT_SUM_LEN;
  localparam int PIPE_VALID_PROD_LEN    = PIPE_HIGH_LOW_MULT_LEN;
  parameter int OUT_PIPE_LEN            = 1;
endpackage
interface axi_stream_if #(
    parameter DATA_W = 256
);
  localparam MASK_W = DATA_W / 8;
  logic [DATA_W-1:0] data;
  logic [MASK_W-1:0] mask;
  logic              valid;
  logic              last;
  logic              ready;
  modport master(   
      output data,
      output mask,
      output valid,
      output last,
      input ready
  );
  modport slave(   
      input data,
      input mask,
      input valid,
      input last,
      output ready
  );
endinterface
interface data_valid_if #(
  parameter int DATA_W = 8
);
  logic [DATA_W-1:0]  data;
  logic               valid;
  modport slave (
    input data,
    input valid
  );
  modport master (
    output data,
    output valid
  );
endinterface
interface fifo_rd_if #(
    parameter int DATA_W = 32
);
  logic [DATA_W-1:0] data;
  logic              rd_en;
  logic              empty;
  modport slave(input rd_en, output data, output empty);
  modport master(output rd_en, input data, input empty);
endinterface
interface fifo_wr_if #(
    parameter int DATA_W = 32
);
  logic [DATA_W-1:0] data;
  logic              wr_en;
  logic              full;
  modport slave(input wr_en, input data, output full);
  modport master(output wr_en, output data, input full);
endinterface
import nic_global_pkg::*;
module ethernet_assembler #(
    parameter  int DATA_IN_W  = 64,
    parameter  int DATA_OUT_W = 64,
    localparam int BYTES_OUT  = DATA_OUT_W / SIZE_BYTE
)(
    input logic                 clk,
    input logic                 rst,
    input logic                 in_valid_i,
    input logic                 locked_i,
    input logic                 cancel_frame_i,  
    input logic [DATA_IN_W-1:0] input_data_i,
    input logic [1:0]           header_bits_i,  
    output logic                  send_o,  
    output logic                  drop_frame_o,
    output logic                  out_valid_o,
    output logic [DATA_OUT_W-1:0] out_data_o,
    output logic [BYTES_OUT-1:0]  bytes_valid_o
);
localparam PIPE_DEPTH = 1;
logic [BYTES_OUT-1:0]  bytes_valid_o_d;
logic [DATA_OUT_W-1:0] out_data_o_d;
logic [SIZE_BYTE-1:0]  control_byte;
logic [IPG_BIT_W-1:0]  ipg_counter_d, ipg_counter_q;
logic                  ipg_check_en_d, ipg_check_en_q;
logic                  out_valid_o_d;
logic                  drop_frame_o_d;
logic                  can_read;
logic                  send_d;
logic                  drop_mode_d, drop_mode_q;
logic                  in_frame_d, in_frame_q;
assign out_data_o_d = input_data_i;
assign can_read     = in_valid_i && locked_i && !cancel_frame_i;
assign control_byte = input_data_i[0 +: SIZE_BYTE];  
always_comb begin
    send_d          = '0;
    out_valid_o_d   = '0;
    bytes_valid_o_d = '0;
    drop_frame_o_d  = '0;
    ipg_counter_d   = ipg_counter_q;
    ipg_check_en_d  = ipg_check_en_q;
    drop_mode_d     = drop_mode_q;
    in_frame_d      = in_frame_q;
    if (in_frame_q && cancel_frame_i) begin
        drop_frame_o_d  = 1'b1;
        in_frame_d      = 1'b0;
        bytes_valid_o_d = '0;
        ipg_counter_d   = '0;
        drop_mode_d     = 1'b1;
    end else if (can_read && drop_mode_q) begin
        in_frame_d      = 1'b0;
        bytes_valid_o_d = '0;
        if (!cancel_frame_i && can_read && (header_bits_i == CTRL_HDR)) begin
            unique case (control_byte)
                SOF_L0: begin
                    if (!ipg_check_en_q || (ipg_counter_q >= IPG_MIN_BYTES)) begin
                        bytes_valid_o_d = 8'b1111_1110;
                        in_frame_d      = 1'b1;
                        ipg_counter_d   = '0;
                        ipg_check_en_d  = 1'b1;
                        drop_mode_d     = 1'b0;
                    end else begin
                        drop_frame_o_d = 1'b1;
                        in_frame_d     = 1'b0;
                        ipg_counter_d  = '0;
                        drop_mode_d    = 1'b1;
                    end
                end
                SOF_L4: begin
                    if (!ipg_check_en_q || (ipg_counter_q >= IPG_SOF_L4_BYTES)) begin
                        bytes_valid_o_d = 8'b1110_0000;
                        in_frame_d      = 1'b1;
                        ipg_counter_d   = '0;
                        ipg_check_en_d  = 1'b1;
                        drop_mode_d     = 1'b0;
                    end else begin
                        drop_frame_o_d = 1'b1;
                        in_frame_d     = 1'b0;
                        ipg_counter_d  = '0;
                        drop_mode_d    = 1'b1;
                    end
                end
                IDLE_BLK: begin
                    if (ipg_counter_q >= IPG_IDLE_SAT) begin
                        ipg_counter_d = IPG_MIN_BYTES;
                    end else begin
                        ipg_counter_d = ipg_counter_q + IPG_IDLE_BYTES;
                    end
                end
            endcase
        end
    end else if (in_valid_i && in_frame_q && (!locked_i || (CTRL_HDR != header_bits_i && DATA_HDR != header_bits_i))) begin
        drop_frame_o_d  = 1'b1;
        in_frame_d      = 1'b0;
        bytes_valid_o_d = '0;
        ipg_counter_d   = '0;
        drop_mode_d     = 1'b1;
    end else if (can_read && !in_frame_q && (header_bits_i == CTRL_HDR)) begin
        unique case (control_byte)
            SOF_L0: begin
                if (!ipg_check_en_q || (ipg_counter_q >= IPG_MIN_BYTES)) begin
                    bytes_valid_o_d = 8'b1111_1110;
                    in_frame_d      = 1'b1;
                    ipg_counter_d   = '0;
                    ipg_check_en_d  = 1'b1;
                end else begin
                    drop_frame_o_d = 1'b1;
                    in_frame_d     = 1'b0;
                    ipg_counter_d  = '0;
                    drop_mode_d    = 1'b1;
                end
            end
            SOF_L4: begin
                if (!ipg_check_en_q || (ipg_counter_q >= IPG_SOF_L4_BYTES)) begin
                    bytes_valid_o_d = 8'b1110_0000;
                    in_frame_d      = 1'b1;
                    ipg_counter_d   = '0;
                    ipg_check_en_d  = 1'b1;
                end else begin
                    drop_frame_o_d = 1'b1;
                    in_frame_d     = 1'b0;
                    ipg_counter_d  = '0;
                    drop_mode_d    = 1'b1;
                end
            end
            IDLE_BLK: begin
                if (ipg_counter_q >= IPG_IDLE_SAT) begin
                    ipg_counter_d = IPG_MIN_BYTES;
                end else begin
                    ipg_counter_d = ipg_counter_q + IPG_IDLE_BYTES;
                end
            end
        endcase
    end else if (can_read && in_frame_q && (header_bits_i == CTRL_HDR)) begin
        unique case (control_byte)
            TERM_L0: begin bytes_valid_o_d = 8'b0000_0000; in_frame_d = 1'b0; ipg_counter_d = 7; send_d = 1'b1; end
            TERM_L1: begin bytes_valid_o_d = 8'b0000_0010; in_frame_d = 1'b0; ipg_counter_d = 6; send_d = 1'b1; end 
            TERM_L2: begin bytes_valid_o_d = 8'b0000_0110; in_frame_d = 1'b0; ipg_counter_d = 5; send_d = 1'b1; end   
            TERM_L3: begin bytes_valid_o_d = 8'b0000_1110; in_frame_d = 1'b0; ipg_counter_d = 4; send_d = 1'b1; end   
            TERM_L4: begin bytes_valid_o_d = 8'b0001_1110; in_frame_d = 1'b0; ipg_counter_d = 3; send_d = 1'b1; end   
            TERM_L5: begin bytes_valid_o_d = 8'b0011_1110; in_frame_d = 1'b0; ipg_counter_d = 2; send_d = 1'b1; end   
            TERM_L6: begin bytes_valid_o_d = 8'b0111_1110; in_frame_d = 1'b0; ipg_counter_d = 1; send_d = 1'b1; end   
            TERM_L7: begin bytes_valid_o_d = 8'b1111_1110; in_frame_d = 1'b0; ipg_counter_d = 0; send_d = 1'b1; end
            OS_D6:  bytes_valid_o_d = 8'b1110_1110;   
            OS_D5:  bytes_valid_o_d = 8'b1110_1110;   
            OS_D3T: bytes_valid_o_d = 8'b0000_1110;   
            OS_D3B: bytes_valid_o_d = 8'b1110_0000;   
            default: begin
                bytes_valid_o_d = 8'b0000_0000;
                in_frame_d      = 1'b0;
                drop_frame_o_d  = 1'b1;
                ipg_counter_d   = '0;
                drop_mode_d     = 1'b1;
            end
        endcase
    end else if (can_read && (header_bits_i == DATA_HDR) && in_frame_q) begin
        bytes_valid_o_d = 8'b1111_1111;
    end
    out_valid_o_d = |bytes_valid_o_d;
end
data_pipeline #(
    .DATA_W    (IPG_BIT_W),
    .PIPE_DEPTH(PIPE_DEPTH),
    .RST_EN    (1),
    .RST_VAL   (0)
) data_pipeline_inst2 (
    .clk   (clk),
    .rst   (rst),
    .data_i(ipg_counter_d),
    .data_o(ipg_counter_q)
);
data_pipeline #(
    .DATA_W    (1),
    .PIPE_DEPTH(PIPE_DEPTH),
    .RST_EN    (1),
    .RST_VAL   (0)
) data_pipeline_inst8 (
    .clk   (clk),
    .rst   (rst),
    .data_i(ipg_check_en_d),
    .data_o(ipg_check_en_q)
);
data_pipeline #(
    .DATA_W    (1),
    .PIPE_DEPTH(PIPE_DEPTH),
    .RST_EN    (1),
    .RST_VAL   (0)
) data_pipeline_inst1 (
    .clk   (clk),
    .rst   (rst),
    .data_i(drop_frame_o_d),
    .data_o(drop_frame_o)
);
data_pipeline #(
    .DATA_W    (1),
    .PIPE_DEPTH(PIPE_DEPTH),
    .RST_EN    (1),
    .RST_VAL   (0)
) data_pipeline_inst3 (
    .clk   (clk),
    .rst   (rst),
    .data_i(drop_mode_d),
    .data_o(drop_mode_q)
);
data_pipeline #(
    .DATA_W    (1),
    .PIPE_DEPTH(PIPE_DEPTH),
    .RST_EN    (1),
    .RST_VAL   (0)
) data_pipeline_inst4 (
    .clk   (clk),
    .rst   (rst),
    .data_i(in_frame_d),
    .data_o(in_frame_q)
);
data_pipeline #(
    .DATA_W    (1),
    .PIPE_DEPTH(PIPE_DEPTH),
    .RST_EN    (1),
    .RST_VAL   (0)
) data_pipeline_inst5 (
    .clk   (clk),
    .rst   (rst),
    .data_i(out_valid_o_d),
    .data_o(out_valid_o)
);
data_pipeline #(
    .DATA_W    (DATA_OUT_W),
    .PIPE_DEPTH(PIPE_DEPTH),
    .RST_EN    (0)
) data_pipeline_inst6 (
    .clk   (clk),
    .rst   (rst),
    .data_i(out_data_o_d),
    .data_o(out_data_o)
);
data_pipeline #(
    .DATA_W    (BYTES_OUT),
    .PIPE_DEPTH(PIPE_DEPTH),
    .RST_EN    (0)
) data_pipeline_inst7 (
    .clk   (clk),
    .rst   (rst),
    .data_i(bytes_valid_o_d),
    .data_o(bytes_valid_o)
);
data_pipeline #(
    .DATA_W    (1),
    .PIPE_DEPTH(PIPE_DEPTH),
    .RST_EN    (1)
) data_pipeline_inst9 (
    .clk   (clk),
    .rst   (rst),
    .data_i(send_d),
    .data_o(send_o)
);
endmodule
module data_pipeline #(
    parameter int                DATA_W     = 32,
    parameter int                PIPE_DEPTH = 1,
    parameter int                RST_EN     = 1,
    parameter logic [DATA_W-1:0] RST_VAL    = '0
) (
    input  logic              clk,
    input  logic              rst,
    input  logic [DATA_W-1:0] data_i,
    output logic [DATA_W-1:0] data_o
);
  generate
    if (PIPE_DEPTH >= 1) begin : gen_delay
      logic [DATA_W-1:0] data_shift_reg_q[PIPE_DEPTH];
      always_ff @(posedge clk) begin
        if (rst && RST_EN) begin
          for (int i = 0; i < PIPE_DEPTH; i++) begin
            data_shift_reg_q[i] <= RST_VAL;
          end
        end else begin
          data_shift_reg_q[0] <= data_i;
          for (int i = 1; i < PIPE_DEPTH; i++) begin
            data_shift_reg_q[i] <= data_shift_reg_q[i-1];
          end
        end
      end
      assign data_o = data_shift_reg_q[PIPE_DEPTH-1];
    end else begin : gen_no_delay
      assign data_o = data_i;
    end
  endgenerate
endmodule

===== flow/run.sh =====
#!/bin/bash
# OpenROAD 26Q1-2900-gdf79404cd8, Yosys 0.63+post, stock flow scripts
make -C /OpenROAD-flow-scripts/flow DESIGN_CONFIG=/design/flow/config.mk WORK_HOME=/design/flow/orfs finish

===== flow/constraint.sdc =====
current_design ethernet_assembler

set clk_period 3.3
set clk_io_pct 0.2

create_clock -name clk0 -period $clk_period [get_ports {clk}]

set non_clock_inputs [all_inputs -no_clocks]
set_input_delay [expr $clk_period * $clk_io_pct] -clock clk0 $non_clock_inputs
set_output_delay [expr $clk_period * $clk_io_pct] -clock clk0 [all_outputs]

==> results_slide.txt <==
Key Metrics from the Run

STA
  • Final period util: 75.97%
  • Slew Limit Fails: 0
  • Rel. slew slack: 57.40%
  • Clock Skew: approximately 0.0057 ns
  • Least-Margin Pin Slew: 0.6321 ns
  • RSZ-0062 raised after global routing: no
  • Total negative slack: 0 ns
  • Final min period: 2.507 ns
  • FMAX: 398.9 MHz
  • Hold slack final: 0.5187 ns
  • Setup violations, final: 0
  • Endpoints failing hold: 0

Yosys
  • Top cells, area: dfxtp_1 (61%), a21oi_1 (2.5%), nand2_1 (2.3%), nor2_1 (2.2%), inv_1 (1.6%)
  • Post-Synth Adder-Cell Area: 0.9606%
  • Async SR Flop Fraction: 0%
  • Area fraction in compound gates: 16.09%
  • Post-synthesis simple-gate area fraction: 17.15%
  • Dominant register cell: dfxtp_1
  • XOR Share, Synth: 0%
  • Distinct cell type count after synthesis: 54
  • Area leader, netlist: dfxtp_1
  • Max-area cell share: 61.48%
  • Synth Instances: 236
  • Synthesized registers: roughly 80
  • Ys cells: around 240
  • Seq share, synth: 61.48%
  • Mean Syn Cell Area: between 10 and 15 um2
  • Warnings, synthesis: 11
  • Mux area share: 0.3842%
  • YS chip area: roughly 2600 um2
  • Syn Std Cell Area: 2605 um2
  • Top logic family: simple AND/OR/NAND/NOR gates
  • Post-synth EDFFs: 0

GRT
  • Largest net degree at the start of global routing: 15
  • Initial antenna violation count: 0
  • GR Overflow Total: 0
  • Total GRT Usage: between 10% and 20%
  • First-pass GRT wire length: 11,340 um
  • Vias in the first global route: 2,091

Die
  • FP Rows: 33
  • Die X: roughly 95 um
  • Die area: 9060 um2
  • IO Count: 146
  • Die Height: 95.19 um
  • Core area: 8299 um2
  • Fp_density: 31.39%

Placement
  • PortBufs: roughly 150
  • Placed Area: between 4000 and 5000 um2
  • Final Wtd Congestion: 0.9141
  • Dpl hpwl: 5942 um
  • DP Cell Count: 477

CTS
  • Clk latency late pin: between 0.3 and 0.4 ns
  • Post-CTS Setup Bufs: 0
  • H-Tree Depth: 3
  • Clk root buf: clkbuf_8
  • Clk sinks: 80
  • Cts bufs inserted: 9
  • CTS max path bufs: 2
  • Clock transition at path regs: 0.08 ns
  • Hold buffers post-CTS: 0
  • PostCTS Resize Cnt: 0
  • CTS tree: done

Finish
  • Gate Area: approximately 900 um2
  • Storage cell area: 1602 um2
  • Final instance area: 4360 um2
  • Most used logic cell in the final layout: clkdlybuf4s50_1
  • Synth-to-Final Area Change: 67.39%
  • Fin util: 52.54%
  • Filler instances: 726
  • Share of cells above drive strength 1: under 10%
  • Most numerous logic cells after layout: clkdlybuf4s50_1 (145), dfxtp_1 (80), nand2_1 (16)
  • Fin cells: about 500

Drt
  • Via density: about 4.6
  • Detail Route Antenna Nets: 0
  • Via count: about 2,300
  • DRC: 0
  • TritonRoute pass-1 iters: 4
  • Antenna Cells: 0
  • Initial DRC count: roughly 82
  • Wire length per cell: 15.52 um
  • Routed WL: between 7000 and 8000 um

Worst hold path
  • HP Class: flop to flop
  • WHS Path Cells: 2

Flow run
  • Max Cap Viol: 0
  • Tool warnings: 26

Critical path
  • R2r setup slk: 1.49 ns
  • Signal arrival time at the worst endpoint: ~2.7 ns
  • Crit-path max FO: 14
  • Critical path type: input port to flop
  • Reg2Reg Depth: 5
  • Startpoint types: input port
  • Worst Setup End Kind: flop
  • Critical path data required time: 3.52 ns
  • Reg2reg end: data_pipeline_inst5.gen_delay.data_shift_reg_q[0]

Power
  • Worst vdd ir: 0.0003029 V
  • Pwr dens: 467.1 nW/um2
  • Leakage: 1.715 nW

Outcome
  • Outcome: finished clean
[metal layers]
metal | up-vias | part of all wire, % | track usage [%]
met5 | - | 0 | 0
met4 | 0 | 1.2 | 1.894
met3 | 7 | 13 | 5.191
met2 | 121 | 45 | 26.61
met1 | 1015 | 41 | 24.05
li1 | 1134 | - | -
[cells by family after synthesis]
| kind of cell | Yosys count |
|---|---|
| compound gates | 57 |
| flops | 80 |
| fa+ha+maj | 2 |
| mux | 1 |
| simple gates | 74 |
| buf+inv | 22 |
[where the power goes]
group          internal [mW]  total, mW  switching (mW)
registers               1.01       1.02          0.0147
clock network          0.431      0.782           0.352
logic                  0.164      0.230          0.0661
total                   1.60       2.04           0.432
[sequential cells by signal, indices dropped and copies added (netlist names)]
| register | count |
|---|---|
| data_pipeline_inst6.gen_delay.data_shift_reg_q | 64 |
| data_pipeline_inst7.gen_delay.data_shift_reg_q | 8 |
| data_pipeline_inst2.gen_delay.data_shift_reg_q | 2 |
| data_pipeline_inst1.gen_delay.data_shift_reg_q | 1 |
| data_pipeline_inst3.gen_delay.data_shift_reg_q | 1 |
| data_pipeline_inst4.gen_delay.data_shift_reg_q | 1 |
| data_pipeline_inst5.gen_delay.data_shift_reg_q | 1 |
| data_pipeline_inst8.gen_delay.data_shift_reg_q | 1 |
| data_pipeline_inst9.gen_delay.data_shift_reg_q | 1 |
[cell usage after synthesis, drive strengths merged, types with 2 or more instances]
| library cell | number |
|---|---|
| nor4 | 4 |
| nand2b | 2 |
| o21a | 3 |
| nor4bb | 3 |
| buf | 9 |
| nand4bb | 3 |
| nor3 | 3 |
| nand2 | 16 |
| ha | 2 |
| o2111ai | 2 |
| and4 | 2 |
| inv | 11 |
| and4bb | 3 |
| a31oi | 4 |
| nand3 | 7 |
| o21ai | 9 |
| nand3b | 2 |
| a221oi | 2 |
| nor2b | 6 |
| dfxtp | 80 |
| a2bb2oi | 2 |
| a21o | 6 |
| a32oi | 3 |
| a21oi | 14 |
| clkbuf | 2 |
| nor2 | 16 |
[how the worst max path moves through the flow]
stage                                                               end  cells past startpoint            start  slack (ns)
after global routing                                               flop                      7  input_data_i[4]        0.62
final                                                              flop                      7  input_data_i[4]        0.79
after CTS             data_pipeline_inst5.gen_delay.data_shift_reg_q[0]                      7  input_data_i[4]        0.84
[worst max-delay path: stages]
cell and delay (ns):
clkdlybuf4s50_1 0.62, and2b_1 0.39, a31oi_1 0.14, o41ai_2 0.54, a21oi_2 0.16, a21oi_1 0.15, a211oi_1 0.06
[cell type report]
| class | instances | area share (%) |
|---|---|---|
| Clock buffer | 10 | 2.927 |
| Multi-Input combinational cell | 134 | 20.66 |
| Tap cell | 105 | 3.013 |
| Sequential cell | 80 | 36.73 |
| Timing Repair Buffer | 147 | 33.63 |
| Inverter | 11 | 0.9469 |
| Clock inverter | 6 | 2.095 |
[stage by stage]
| stage | power [mW] | setup WS (ns) |
|---|---|---|
| after floorplan | 1.092 | 1.256 |
| after global placement | 1.276 | 0.4346 |
| after detailed placement | 1.278 | 0.4667 |
| after CTS | 2.069 | 0.8367 |
| after global routing | 2.127 | 0.6164 |
| final | 2.037 | 0.7930 |
Power figures rest on the tool's default switching activity, not on a simulated workload.
