**design.v**
```verilog
interface tx_axis_if #(
    parameter int DATA_W = 64,
    parameter int KEEP_W = DATA_W / 8,
    parameter int DEST_W = 1
);
  logic [DATA_W-1:0] tdata;
  logic [KEEP_W-1:0] tkeep;
  logic              tvalid;
  logic              tready;
  logic              tlast;
  logic [DEST_W-1:0] tdest;
  modport master (
      output tdata,
      output tkeep,
      output tvalid,
      output tlast,
      output tdest,
      input  tready
  );
  modport slave (
      input  tdata,
      input  tkeep,  
      input  tvalid,
      input  tlast,
      input  tdest,  
      output tready  
  );
endinterface
package nic_global_pkg;
localparam int SIZE_BYTE   = 8;
localparam int BYTES_64B66 = 64 / SIZE_BYTE;
localparam logic [7:0] IDLE_BLK = 8'h1E;  
localparam logic [7:0] SOF_L0   = 8'h78;  
localparam logic [7:0] SOF_L4   = 8'h33;  
localparam logic [7:0] TERM_L0  = 8'h87;  
localparam logic [7:0] TERM_L1  = 8'h99;  
localparam logic [7:0] TERM_L2  = 8'hAA;  
localparam logic [7:0] TERM_L3  = 8'hB4;  
localparam logic [7:0] TERM_L4  = 8'hCC;  
localparam logic [7:0] TERM_L5  = 8'hD2;  
localparam logic [7:0] TERM_L6  = 8'hE1;  
localparam logic [7:0] TERM_L7  = 8'hFF;  
localparam logic [7:0] OS_D6    = 8'h66;  
localparam logic [7:0] OS_D5    = 8'h55;  
localparam logic [7:0] OS_D3T   = 8'h4B;  
localparam logic [7:0] OS_D3B   = 8'h2D;  
localparam logic [1:0] CTRL_HDR = 2'b10;
localparam logic [1:0] DATA_HDR = 2'b01;
localparam int IPG_MIN                            = 12;
localparam int IPG_BIT_W                          = $clog2(IPG_MIN);
localparam logic [IPG_BIT_W-1:0] IPG_MIN_BYTES    = IPG_BIT_W'(IPG_MIN);
localparam logic [IPG_BIT_W-1:0] IPG_SOF_L4_BYTES = IPG_BIT_W'(IPG_MIN - 4);
localparam logic [IPG_BIT_W-1:0] IPG_IDLE_BYTES   = IPG_BIT_W'(BYTES_64B66);
localparam logic [IPG_BIT_W-1:0] IPG_IDLE_SAT     = IPG_BIT_W'(IPG_MIN - BYTES_64B66);
endpackage
package multiplier_pkg;
  typedef enum logic {
    READY_FOR_INPUT,
    BUSY_MULT
  } alu_state_t;
  localparam int PIPE_HIGH_LOW_SUM_LEN  = 1;
  localparam int PIPE_MULT_SUM_LEN      = 1;
  localparam int PIPE_HIGH_LOW_MULT_LEN = PIPE_HIGH_LOW_SUM_LEN + PIPE_MULT_SUM_LEN;
  localparam int PIPE_VALID_PROD_LEN    = PIPE_HIGH_LOW_MULT_LEN;
  parameter int OUT_PIPE_LEN            = 1;
endpackage
interface axi_stream_if #(
    parameter DATA_W = 256
);
  localparam MASK_W = DATA_W / 8;
  logic [DATA_W-1:0] data;
  logic [MASK_W-1:0] mask;
  logic              valid;
  logic              last;
  logic              ready;
  modport master(   
      output data,
      output mask,
      output valid,
      output last,
      input ready
  );
  modport slave(   
      input data,
      input mask,
      input valid,
      input last,
      output ready
  );
endinterface
interface data_valid_if #(
  parameter int DATA_W = 8
);
  logic [DATA_W-1:0]  data;
  logic               valid;
  modport slave (
    input data,
    input valid
  );
  modport master (
    output data,
    output valid
  );
endinterface
interface fifo_rd_if #(
    parameter int DATA_W = 32
);
  logic [DATA_W-1:0] data;
  logic              rd_en;
  logic              empty;
  modport slave(input rd_en, output data, output empty);
  modport master(output rd_en, input data, input empty);
endinterface
interface fifo_wr_if #(
    parameter int DATA_W = 32
);
  logic [DATA_W-1:0] data;
  logic              wr_en;
  logic              full;
  modport slave(input wr_en, input data, output full);
  modport master(output wr_en, output data, input full);
endinterface
module debubbler #(
    parameter BIT_IN_W   = 66,
    parameter BIT_OUT_W  = 64
)(
    input logic                              clk,
    input logic                              rst,
    input logic [BIT_IN_W-1:0]               _66b_i,
    input logic                              valid_i,
    output logic [BIT_OUT_W-1:0]             _64b_o,
    output logic                             valid_o,
    output logic                             ready_o
);
localparam BIT_OUT_COUNT_W = $clog2(BIT_IN_W);
logic [BIT_OUT_W-1:0]           remainder_d, remainder_q;
logic [BIT_OUT_COUNT_W-1:0]     bits_remaining_d, bits_remaining_q;
logic [BIT_OUT_W-1:0]           output_d, output_q;
logic                           valid_d, valid_q;
logic                           ready_d, ready_q;
logic [BIT_IN_W-1:0]            pending_66b_d, pending_66b_q;
logic                           pending_valid_d, pending_valid_q;
logic [BIT_IN_W-1:0]            selected_66b;
logic                           selected_valid;
assign selected_66b   = pending_valid_q ? pending_66b_q : _66b_i;
assign selected_valid = pending_valid_q || valid_i;
always_comb begin
    output_d         = output_q;
    remainder_d      = remainder_q;
    bits_remaining_d = bits_remaining_q;
    valid_d          = 1'b0;
    ready_d          = 1'b1;
    pending_66b_d    = pending_66b_q;
    pending_valid_d  = pending_valid_q;
    if(bits_remaining_q == 64) begin
        output_d         = remainder_q;
        remainder_d      = '0;
        bits_remaining_d = '0;
        ready_d          = '0;
        valid_d          = '1;
        if(valid_i) begin
            pending_66b_d   = _66b_i;
            pending_valid_d = 1'b1;
        end
    end else if(selected_valid) begin
        output_d         = remainder_q | 64'(selected_66b << bits_remaining_q);
        remainder_d      = 64'(selected_66b >> (BIT_OUT_W-bits_remaining_q));
        bits_remaining_d = bits_remaining_q + (BIT_IN_W - BIT_OUT_W);
        valid_d          = 1'b1;
        if(pending_valid_q) begin
            pending_66b_d   = _66b_i;
            pending_valid_d = valid_i;
        end
    end
end
always_ff @(posedge clk) begin
    if(rst == 1'b1)begin
        output_q         <= '0;
        remainder_q      <= '0;
        bits_remaining_q <= '0;
        valid_q          <= '0;
        ready_q          <= '0;
        pending_66b_q    <= '0;
        pending_valid_q  <= '0;
    end else begin
        ready_q          <= ready_d;
        valid_q          <= valid_d;
        bits_remaining_q <= bits_remaining_d;
        remainder_q      <= remainder_d;
        output_q         <= output_d;
        pending_66b_q    <= pending_66b_d;
        pending_valid_q  <= pending_valid_d;
    end
end
assign _64b_o  = output_q;
assign valid_o = valid_q;
assign ready_o = ready_d && !pending_valid_q;
endmodule
```
**run.sh**
```bash
#!/bin/bash
# OpenROAD 26Q1-2900-gdf79404cd8, Yosys 0.63+post, stock flow scripts
make -C /OpenROAD-flow-scripts/flow DESIGN_CONFIG=/design/flow/config.mk WORK_HOME=/design/flow/orfs finish
```
**constraint.sdc**
```tcl
current_design debubbler

set clk_period 13.1
set clk_io_pct 0.2

create_clock -name clk0 -period $clk_period [get_ports {clk}]

set non_clock_inputs [all_inputs -no_clocks]
set_input_delay [expr $clk_period * $clk_io_pct] -clock clk0 $non_clock_inputs
set_output_delay [expr $clk_period * $clk_io_pct] -clock clk0 [all_outputs]
```
**config.mk**
```make
export PLATFORM = sky130hd
export DESIGN_NAME = debubbler
export DESIGN_NICKNAME = debubbler
export VERILOG_FILES = /design/flow/design.v
export SDC_FILE = /design/flow/constraint.sdc
export NUM_CORES = 4
export LEC_CHECK = 1
export CORE_UTILIZATION = 40
```
==> results.py <==
# Auto-generated metrics
metrics = {
    "status": {
        "outcome": "finished, final reports clean",
    },
    "routing": {
        "initialDrtViolationCount": 1636,
        "routed_wire_length_per_instance_um": 32.23,
        "detailroute.via_count": 17260,
        "n_antenna_cell": 0,
        "detailed_route_wire_length_um": 82090,
        "route.detailed.vias_per_inst": 6.777,
        "drc": 0,
        "detail_route.first_pass.iterations": 6,
        "drtAntennaViolNets": 0,
    },
    "layout": {
        "area.growth.synth_to_final_pct": 15.47,
        "finish.instance_area_um2": 20070,
        "post_layout_utilization_of_the_core": 0.4669,
        "final_layout_size_suffix_gt1_frac": 0.2044,
        "final_cell_count_no_fill": 2547,
    },
    "flow_run": {
        "drv.max_cap_violation_count": 0,
        "log.warning_count": 26,
    },
    "power": {
        "p_sw_frac": 0.3771,
        "power.density_nw_per_um2": 118.7,
        "power.static_leakage_uw": 0.006813,
        "comb_power_share": 0.374,
        "power.internal_uw": 1484,
        "power_switching_uw": 898.5,
        "pwr-share-clk": 0.339,
        "power.sequential.fraction": 0.287,
        "peakVddDrop_uv": 100.5,
    },
    "global_route": {
        "groute.layer.met2.usage": 0.5526,
        "grt_pass1_wl_um": 118700,
        "gr-total-overflow": 0,
        "layer_with_the_highest_usage_after_global_routing": "met2",
        "global_route.usage.total": 0.3868,
        "first_global_vias": 16500,
        "groute.layer.met3.usage": 0.1538,
        "grt_start_max_net_pins": 68,
        "groute.layer.met1.usage": 0.5437,
        "antenna_violations_before_repair": 1,
    },
    "placement": {
        "io_buffers": 134,
        "post-place-ws_ps": 7153,
        "gp_congestion": 1.068,
        "dpl-instance-area_um2": 19110,
        "hpwlAfterDp_um": 61510,
        "numPlacedInstances": 2501,
    },
    "final_timing": {
        "clock-skew-final_ps": 12.52,
        "period_minus_slack_ps": 5825,
        "rsz0062_at_grt": "false",
        "timing.max_slew.rel_slack": 0.2215,
        "fin_setup_tns_ps": 0,
        "maxClockFrequency_ghz": 0.1717,
        "finalCritPeriodShare": 0.4447,
        "post-route-worst-setup-slack_ps": 7275,
        "slew_violations": 0,
        "timing.final.hold_violations": 0,
        "worst-slew-pin-transition_ps": 1138,
        "finalSetupViolations": 0,
    },
    "clock_tree": {
        "ctsRootBufferMaster": "sky130_fd_sc_hd__clkbuf_16",
        "cts_made_buffers": 26,
        "cts_hold_repair.buffers": 0,
        "h-tree-depth": 1,
        "clkSlewWorstSetupHoldPaths_ps": 60,
        "cts.path.max_buffers": 3,
        "ctsResizeCount": 0,
        "clk_latency_ps": 570,
        "tritoncts": "done",
        "postCtsSetupRepairBufs": 0,
        "tritoncts_num_sinks": 202,
    },
    "critical_path": {
        "worst_ep_required_time_ps": 10480,
        "critical_path_cell_by_cell": "clkinv_1 > ha_4 > nor4b_2 > buf_4 > a21oi_1 > clkdlybuf4s50_1",
        "critical_path_class": "reg -> out",
        "critical-path-max-stage-delay_ps": 690,
        "cpMaxStageDelayCell": "sky130_fd_sc_hd__dfxtp_4",
        "crit_fanout": 37,
        "critical_path.startpoint_type": "flip-flop",
        "worst_ep_arrival_time_ps": 3210,
        "critical_path.endpoint_type": "output pin",
    },
    "floorplanning": {
        "ioPinCount": 135,
        "chipHeight_um": 210.4,
        "core_util_floorplan": 0.4043,
        "rows": 76,
        "dieArea_um2": 44290,
        "core_area_um2": 42980,
        "floorplan.die.width_um": 210.4,
    },
    "yosys": {
        "yosysWarningCount": 1,
        "enable_flop_cells": 0,
        "yosys_register_bits": 202,
        "yosys.area.top_type_share": 0.2327,
        "post_synth_instance_area_um2": 17380,
        "yosys.stat.chipArea_um2": 17380,
        "synth.lib_cells_used.distinct": 78,
        "synth.yosys.num_cells": 1916,
        "ff_type": "sky130_fd_sc_hd__dfxtp_1",
        "async_flop_share": 0,
        "syn_area_per_cell_um2": 9.071,
        "most_common_cell": "sky130_fd_sc_hd__nand2_1",
        "post_synth_inst_count": 1916,
        "synth.cells.most_frequent": "sky130_fd_sc_hd__nand2_1 (238), sky130_fd_sc_hd__nor2_1 (211), sky130_fd_sc_hd__dfxtp_1 (202)",
        "post_synth_main_area_contributors": "sky130_fd_sc_hd__dfxtp_1 (23%), sky130_fd_sc_hd__mux4_2 (22%), sky130_fd_sc_hd__mux2i_1 (7.1%)",
        "seq_area_frac_synth": 0.2327,
        "largest_area_cell": "sky130_fd_sc_hd__dfxtp_1",
    },
    "hold_path": {
        "worst_hold_path_type": "reg -> reg",
    },
}
## cell usage in the layout (no fill, tap or decap), types with 12 or more instances in the layout
cell type,count
sky130_fd_sc_hd__a2111oi_0,17
sky130_fd_sc_hd__a222oi_1,13
sky130_fd_sc_hd__a211oi_1,44
sky130_fd_sc_hd__a221oi_1,13
sky130_fd_sc_hd__clkbuf_16,27
sky130_fd_sc_hd__o22ai_1,40
sky130_fd_sc_hd__a22o_1,13
sky130_fd_sc_hd__dfxtp_1,197
sky130_fd_sc_hd__a22oi_1,52
sky130_fd_sc_hd__buf_4,59
sky130_fd_sc_hd__nor3_1,65
sky130_fd_sc_hd__clkdlybuf4s50_1,133
sky130_fd_sc_hd__mux2i_1,123
sky130_fd_sc_hd__nand2_1,237
sky130_fd_sc_hd__o21ai_0,54
sky130_fd_sc_hd__nor2_1,209
sky130_fd_sc_hd__a21oi_1,114
sky130_fd_sc_hd__mux2_2,87
sky130_fd_sc_hd__nand2b_1,12
sky130_fd_sc_hd__a211o_1,14
sky130_fd_sc_hd__o211ai_1,16
sky130_fd_sc_hd__mux4_2,173
## through the flow
step	hold slack, ps	power, µW
after floorplan	426.2	1183
after global placement	447.5	1554
after CTS	457.0	2362
final	457.3	2383
after global routing	478.1	2451
after detailed placement	450.0	1553
## final cells by class
class                      instances  area [µm²]
tap                              585       732.0
clock inverter                    13       215.2
clock buffer                      33       738.2
fill                            4083       22910
sequential                       202        4058
multi-input combinational       1509       12500
inverter                          13       48.80
timing repair buffer             192        1774
## power by group through the flow
stage | Sequential (µW) | Combinational [µW] | Clock, µW
CTS | 684 | 859 | 819
global route | 688 | 920 | 843
finish | 685 | 891 | 807
## registers in the layout, indices dropped and copies added, names as in the netlist
signal and flops:
bits_remaining_q 6, pending_valid_q 1, pending_66b_q 66, output_q 64, remainder_q 64, valid_q 1
## path summary, 6_finish.rpt
path	startpoint	end	slack [ps]	depth (start not counted)
worst max register to register	bits_remaining_q[2]	remainder_q[0]	8370	9
worst min-delay path	remainder_q[37]	remainder_q[37]	460	2
worst max-delay path	bits_remaining_q[2]	ready_o	7270	6
worst min register to register	remainder_q[37]	remainder_q[37]	460	2
## worst max-delay path, delay by kind of cell (launching register included)
kind	cells	cell delay, ps
buffers and inverters	3	1220
flip-flops	1	690
adder cells (fa/ha/maj)	1	350
AND-OR/OR-AND	1	180
AND/OR/NAND/NOR	1	170
## logic make-up after synthesis
family	Yosys count	share of synthesized area
DFF	202	0.2327
xor gates and xnor gates	10	0.005472
adders and majority gates	3	0.002016
buffers and inverters	205	0.05284
AOI/OAI and AO/OA	513	0.2087
and+or+nand+nor	600	0.1469
muxes	383	0.3514
## per-layer routing
| layer | part of all wire | up-vias | routed length (µm) |
|---|---|---|---|
| li1 | - | 7503 | - |
| met1 | 0.40 | 8630 | 32900 |
| met2 | 0.43 | 953 | 35590 |
| met3 | 0.12 | 172 | 9807 |
| met4 | 0.046 | 2 | 3789 |
| met5 | 0.00013 | - | 11 |
Power figures rest on the tool's default switching activity, not on a simulated workload.
